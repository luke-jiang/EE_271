==> flow/design.v <==
module seg7 (bcd, leds);
  input  logic  [3:0] bcd;
  output logic  [6:0] leds;
  always_comb begin
    case (bcd)
      4'b0000: leds = 7'b0111111;  
      4'b0001: leds = 7'b0000110;  
      4'b0010: leds = 7'b1011011;  
      4'b0011: leds = 7'b1001111;  
      4'b0100: leds = 7'b1100110;  
      4'b0101: leds = 7'b1101101;  
      4'b0110: leds = 7'b1111101;  
      4'b0111: leds = 7'b0000111;  
      4'b1000: leds = 7'b1111111;  
      4'b1001: leds = 7'b1101111;  
      default: leds = 7'bX;
    endcase
  end
endmodule
module seg7_testbench();
	logic [3:0] bcd;
	logic [6:0] leds;
	seg7 dut (.bcd, .leds);
	integer i;
	initial begin
		for (i = 0; i < 10; i++) begin
			bcd = i;
			#10;
		end
	end
endmodule
module seg7_Instant(SW, HEX1, HEX0);
	output logic [6:0] HEX1, HEX0;
	input logic [7:0] SW;
	logic [6:0] h0, h1;
	seg7 G1 (.bcd(SW[3:0]), .leds(h0));
	seg7 G2 (.bcd(SW[7:4]), .leds(h1));
	assign HEX0 = ~h0;
	assign HEX1 = ~h1;
endmodule
==> flow/run.sh <==
#!/bin/bash
# OpenROAD 26Q1-2900-gdf79404cd8, Yosys 0.63+post, stock flow scripts
make -C /OpenROAD-flow-scripts/flow DESIGN_CONFIG=/design/flow/config.mk WORK_HOME=/design/flow/orfs finish
==> flow/config.mk <==
export PLATFORM = sky130hd
export DESIGN_NAME = seg7_Instant
export DESIGN_NICKNAME = seg7_Instant
export VERILOG_FILES = /design/flow/design.v
export SDC_FILE = /design/flow/constraint.sdc
export NUM_CORES = 4
export LEC_CHECK = 1
export CORE_AREA = 10 10 70 70
export DIE_AREA = 0 0 80 80
==> flow/constraint.sdc <==
current_design seg7_Instant

set clk_period 1.0
set clk_io_pct 0.2

create_clock -name clk0 -period $clk_period

set non_clock_inputs [all_inputs -no_clocks]
set_input_delay [expr $clk_period * $clk_io_pct] -clock clk0 $non_clock_inputs
set_output_delay [expr $clk_period * $clk_io_pct] -clock clk0 [all_outputs]
==> metrics.cfg <==
[run_status]
status=complete, but fails checks
violations=setup timing

[place]
dp_slack_ns=-1.035
place.gp.congestion=0.7929
port-buffer-count=22
dpl_cell_area_um2=689.4
dp_hpwl_um=859.6

[pwr]
leakage_nw=0.3797
ir_worst_vdd_mv=0.1443
power_density_nw_per_um2=347.9

[grt]
grt_usage_pct=3.971
grt_pass1_vias=482
antenna_found_initial=0
overflow=0
grt_first_pass_wirelength_mm=2.228
grt_max_degree=9

[sta]
whs_ns=0.7681
fmax_ghz=0.8495
drv_slew=0
period_minus_slack_ns=1.177
fin_tns_setup_ns=-1.432
worst_pin_slew_ns=0.2264
slew_headroom_pct=84.91
hold_viol_final=0
rsz0062_at_grt=yes
finalSetupViolations=14
setup_slack_ns=-0.1771
finalClockPeriodUsage_pct=117.7

[route]
drc=0
drt_iter0_drc=7
ant_nets=0
vias=427
drt_wl_total_mm=1.240
avgRoutedWirePerCell_um=10.00
firstDrtPassIters=3
antennaDiodeCount=0
via_per_inst=3.444

[yosys]
syn-cell-area_um2=372.9
synth_cell_types=17
ys_area_um2=372.9
post_synth.cell_area_avg_um2=8.106
top_cell_area_share_pct=33.56
syn_inst=46
yosys-top-cells-area=ha_1, nor3_2, nor2b_4
ys_cells=46
yosys_warnings=1
yosysSeqAreaShare_pct=0
top_area_cell=ha_1

[finish]
lay_top_cells=buf_2, ha_4, buf_6
fill_cells=368
area_delta_synth_final_pct=136.2
layout-drive-gt1-share_pct=85.90
final_common_cell=buf_2
flops=0
final_util_pct=25.79
stdcell_area_um2=880.8
layout.area.comb_um2=501.7
clkbuf_count=0
flop_area_um2=0

[die]
num_rows=21
ioPinCount=22
die_x_um=80
core_um2=3416
fp_util_pct=10.92
die_y_um=80
chipArea_um2=6400

[worst_hold_path]
hold_path_class=in2out

[clock_network]
ctsHoldBuffers=0

[setup_path]
crit_family=buffers and inverters
cp_slowest_cell=ha_4
path_class=in2out
cp_cell_sequence=buf_8 -> inv_4 -> buf_6 -> ha_4 -> nor2b_4 -> buf_6 -> nor3_2 -> buf_2
worst-path-buf-inv=5
worstPathRequired_ns=0.80
cpMostUsedCell=buf_6
cp_max_fo=3
start_kind=primary input
cp_data_arrival_time_ns=0.98
crit_path_end_kind=primary output
slowest_delay_ns=0.14

[run]
cap_violations=0
warnings=42

==> per-layer routing <==
layer / GRT usage (%) / vias to the layer above / part of all wire (%)
met5: 0 / - / 0
met2: 6.340 / 22 / 40
li1: - / 216 / -
met3: 2.159 / 0 / 15
met4: 0 / 0 / 0
met1: 4.878 / 189 / 44
==> power by group <==
| part | internal [mW] | leakage, nW | switching, mW | total, mW |
|---|---|---|---|---|
| clock | 0 | 0 | 0 | 0 |
| sequential | 0 | 0 | 0 | 0 |
| combinational | 0.178 | 0.380 | 0.129 | 0.306 |
| total | 0.178 | 0.380 | 0.129 | 0.306 |
==> area by class of cell <==
| cell class | count | area share (%) |
|---|---|---|
| multi-input cells | 39 | 56.96 |
| repair buffers | 35 | 32.53 |
| inverters | 4 | 3.977 |
| well taps | 46 | 6.534 |
==> metrics by stage <==
stage / instances / total power, mW
3_5_place_dp: 119 / 0.2334
4_1_cts: 125 / 0.2921
2_1_floorplan: 46 / 0.09702
3_3_place_gp: 119 / 0.2355
6_report: 124 / 0.3065
5_1_grt: 124 / 0.3436
==> logic make-up (layout without fill, tap and decap cells) <==
group,Yosys count,in the layout,share of synthesized area [%]
simple gates,23,23,41.27
fa+ha+maj,10,10,33.56
buf+inv,7,39,9.730
compound gates,5,5,12.75
mux,1,1,2.685
==> final timing paths <==
kind	end	from	depth (start not counted)
worst min-delay path	HEX0[2]	SW[2]	3
worst max-delay path	HEX0[5]	SW[1]	8
==> Yosys cell counts, drive strengths merged <==
library cell / number
nand2: 5
ha: 10
inv: 4
nor2: 4
nand2b: 2
nor2b: 6
a211oi: 1
nor3b: 2
buf: 3
a21oi: 2
o31ai: 2
nor3: 4
mux2i: 1
==> timing repair <==
| action | in CTS | in global routing |
|---|---|---|
| pin swaps | 12 | 7 |
| setup endpoints to repair | 14 | 14 |
| gates resized | 122 | 7 |
| buffers inserted | 6 | 0 |
| endpoints found under the hold margin | 0 | 0 |
Power figures rest on the tool's default switching activity, not on a simulated workload.
