--- /design/flow/run.sh ---
#!/bin/bash
# OpenROAD 26Q1-2900-gdf79404cd8, Yosys 0.63+post, stock flow scripts
make -C /OpenROAD-flow-scripts/flow DESIGN_CONFIG=/design/flow/config.mk WORK_HOME=/design/flow/orfs finish
--- /design/flow/config.mk ---
export PLATFORM = sky130hd
export DESIGN_NAME = Freds_Instant
export DESIGN_NICKNAME = Freds_Instant
export VERILOG_FILES = /design/flow/design.v
export SDC_FILE = /design/flow/constraint.sdc
export NUM_CORES = 4
export LEC_CHECK = 1
export CORE_AREA = 10 10 70 70
export DIE_AREA = 0 0 80 80
--- /design/flow/constraint.sdc ---
current_design Freds_Instant

set clk_period 1.5
set clk_io_pct 0.2

create_clock -name clk0 -period $clk_period

set non_clock_inputs [all_inputs -no_clocks]
set_input_delay [expr $clk_period * $clk_io_pct] -clock clk0 $non_clock_inputs
set_output_delay [expr $clk_period * $clk_io_pct] -clock clk0 [all_outputs]
--- /design/flow/design.v ---
module Freds (hex5, hex4, hex3, hex2, hex1, hex0, upc);
	output logic [6:0] hex5, hex4, hex3, hex2, hex1, hex0;
	input logic [2:0] upc;
	always_comb begin
		case (upc)
			3'b000: begin
				hex5 = 7'b1111111;   
				hex4 = 7'b1111001;   
				hex3 = 7'b1011110;   
				hex2 = 7'b0000000;  
				hex1 = 7'b0000000;  
				hex0 = 7'b0000000;
			end
			3'b001: begin
				hex5 = 7'b1110111;   
				hex4 = 7'b1110011;   
				hex3 = 7'b1110011;   
				hex2 = 7'b0111000;   
				hex1 = 7'b1111001;   
				hex0 = 7'b0000000;
			end
			3'b011: begin
				hex5 = 7'b1111111;   
				hex4 = 7'b1111001;   
				hex3 = 7'b1111001;   
				hex2 = 7'b1110001;   
				hex1 = 7'b0000000;  
				hex0 = 7'b0000000;
			end
			3'b100: begin
				hex5 = 7'b1110001;   
				hex4 = 7'b1110101;   
				hex3 = 7'b0110000;   
				hex2 = 7'b1011110;   
				hex1 = 7'b1111101;   
				hex0 = 7'b1111001;   
			end
			3'b101: begin
				hex5 = 7'b0111001;   
				hex4 = 7'b1110111;   
				hex3 = 7'b1110101;   
				hex2 = 7'b0000000;  
				hex1 = 7'b0000000;  
				hex0 = 7'b0000000;
			end
			3'b110: begin
				hex5 = 7'b1110001;   
				hex4 = 7'b0110000;   
				hex3 = 7'b1101101;   
				hex2 = 7'b1110110;   
				hex1 = 7'b0000000;  
				hex0 = 7'b0000000;
			end
			default: begin
				hex5 = 7'bX;  
				hex4 = 7'bX;  
				hex3 = 7'bX;  
				hex2 = 7'bX;  
				hex1 = 7'bX;  
				hex0 = 7'bX;
			end
		endcase
	end
endmodule
module Freds_testbench();
	logic [2:0] upc;
	logic [6:0] hex5, hex4, hex3, hex2, hex1, hex0;
	Freds dut (.hex5, .hex4, .hex3, .hex2, .hex1, .hex0, .upc);
	integer i;
	initial begin
		for (i = 0; i < 7; i++) begin
			upc = i;
			#10;
		end
	end
endmodule
module Freds_Instant(HEX5, HEX4, HEX3, HEX2, HEX1, HEX0, SW);
	output logic [6:0] HEX5, HEX4, HEX3, HEX2, HEX1, HEX0;
	input logic [2:0] SW; 
	logic [6:0] h5, h4, h3, h2, h1, h0;
	Freds freds (.hex5(h5), .hex4(h4), .hex3(h3), .hex2(h2), .hex1(h1), .hex0(h0), .upc(SW[2:0]));
	assign HEX5 = ~h5;
	assign HEX4 = ~h4;
	assign HEX3 = ~h3;
	assign HEX2 = ~h2;
	assign HEX1 = ~h1;
	assign HEX0 = ~h0;
endmodule
==> commit_impl_results.txt <==
Record implementation results from latest flow run

* Aggregate global routing overflow: 0
- # IOs: 45
- Count of pins over their slew limit: 0
* Sum Neg Setup Slack: -0.1507 ns
- Effective utilization at floorplan: 11.03%
- Horiz. Die Dim: 80 µm
* Required @ worst endpoint: 1.20 ns
- The number of antenna violations at the first check in global routing came to 0.
- DR DRC count: 0
- Number of filler instances in the final layout: 388
- After layout, the design draws a total of 233.3 µW.
* Global-route wire length before repair: 2497 µm
- Most frequently placed logic cell in the final layout: sky130_fd_sc_hd__dlygate4sd2_1
* Count of synthesis-stage warnings from yosys: 1
- Inserted Diodes: 0
- Unique cell types: 18
- The count of buffers added on input and output ports is 37.
- Path type of the worst setup path: primary input to primary output
- The chip occupies 6400 µm².
- Largest net degree at the start of global routing: 14
- Routability cong.: 0.6848
- The number of cells on the worst hold path is listed as 4.
* Minimum setup slack in the final design: -0.03523 ns
* Vias in the first global route: 458
- Iter 0 DRT Violations: 4
- Subtracting the final worst setup slack from the clock period gives 1.535 ns.
* Register share after synthesis: 0%
- Violations in the final reports: setup timing
- According to the floorplan report, the placeable core area is 3416 µm².
* Wire length after detailed routing: 1628 µm
* Via/cell ratio: 3.078
* VDD IR max: 0.05709 mV
- Power density over cell area: 290.9 nW/µm²
- Footprint of the flip-flops and latches: 0 µm²
- In the global route stage, overall resource usage came out at 4.694%.
- Cells with a size suffix above 1 make up 47.37% of the layout.
- Critical Path Start Type: primary input
* Mean post-synth cell area: 6.383 µm²
- Detail Route Antenna Nets: 0
- Total standard cell area after synthesis: 376.6 µm²
- The final report gives the standard cell area, fillers excluded, as 802.0 µm².
* Vias post-DR: 434
* Cts-stage hold buffer count: 0
* Number of detailed-routing iterations run before antenna repair: 2
- Leaving out fill and tap cells, the most frequent cells in the layout are sky130_fd_sc_hd__dlygate4sd2_1 (16), sky130_fd_sc_hd__buf_2 (10), sky130_fd_sc_hd__conb_1 (8), sky130_fd_sc_hd__buf_4 (8), sky130_fd_sc_hd__buf_6 (8).
- The script extracted a total leakage power of 0.0004361 µW.
* Area post-placement: 704.4 µm²
- Per the timing report, the biggest fanout along the worst path comes to 3.
- The flow ran to the end, but the final reports show violations.
* Critical Path Sink Type: primary output
- DR WL/cell: 11.55 µm
- For this run, the top clock speed supported by timing is 0.6514 GHz.
* Area added between synthesis and finish: 113.0%
- The final report gives the core utilization as 23.48%.
* Num rows: 21
- In this run the tools logged warnings totalling 34.
* Max-Cap Viols: 0
- Unrepaired setup endpoints after global routing: true
- Synthesized netlist cell count: 59
* Clock buffer instance count of the final layout: 0
- Number of cell instances after yosys synthesis: 59
- In the synthesis report, Yosys lists the chip area as 376.6 µm².
- Final hold violation count: 0
- The final timing summary puts the cycle share of the worst path at 102.3%.
* Arrival time at the worst endpoint: 1.24 ns
* Half-perimeter wire length of the detailed placement result: 1324 µm
- Measured along the y axis, the die boundary spans 80 µm.
- Sequential cells placed in the final layout were counted as 0.
- Setup violations, final: 5
- Worst min-delay path class: primary input to primary output
## critical path, cell delays in order
cell	delay, ns
sky130_fd_sc_hd__buf_8	0.08
sky130_fd_sc_hd__inv_4	0.03
sky130_fd_sc_hd__fa_2	0.55
sky130_fd_sc_hd__inv_2	0.05
sky130_fd_sc_hd__buf_6	0.11
sky130_fd_sc_hd__buf_2	0.10
## Yosys cell counts, drive strengths merged
library cell | number | share of area (%)
nand2 | 5 | 5.0
buf | 23 | 45
o21a | 1 | 2.0
xor2 | 2 | 4.7
fa | 1 | 5.3
a21oi | 2 | 2.7
and3 | 1 | 1.7
conb | 2 | 2.0
a21o | 2 | 4.0
and2b | 1 | 2.0
nor2b | 2 | 3.3
xnor2 | 3 | 7.0
nand3 | 1 | 1.3
o21bai | 1 | 2.0
nor3 | 2 | 2.7
inv | 4 | 4.0
nor2 | 6 | 6.0
## logic make-up (layout without fill, tap and decap cells)
kind of cell | after synthesis | after routing | synth area share, %
XOR/XNOR | 5 | 5 | 11.63
buffers and inverters | 27 | 57 | 48.50
adder cells (fa/ha/maj) | 1 | 1 | 5.316
other | 2 | 8 | 1.994
AND/OR/NAND/NOR | 18 | 18 | 21.93
AND-OR/OR-AND | 6 | 6 | 10.63
## path summary, 6_finish.rpt
| check | endpoint | slack, ns | start |
|---|---|---|---|
| worst max-delay path | HEX1[0] | -0.04 | SW[1] |
| worst min-delay path | HEX5[2] | 1.01 | SW[0] |
## area by class of cell
class	count	area (µm²)	share of cell area [%]
timing repair buffer	53	467.9	58.35
multi-input combinational	38	254.0	31.67
inverter	4	22.52	2.808
tap	46	57.56	7.176
## metrics by stage
| step | worst slack (ns) | hold slack (ns) | std cells |
|---|---|---|---|
| after floorplan | 0.001927 | 0.6792 | 65 |
| after global placement | -0.8119 | 1.737 | 131 |
| after detailed placement | -0.8147 | 1.731 | 131 |
| after CTS | -0.04832 | 1.116 | 141 |
| after global routing | -0.06377 | 1.055 | 141 |
| final | -0.03523 | 1.013 | 141 |
## metal layers
metal  vias to the layer above  part of all wire [%]  track usage [%]
met2                        20                    51            8.587
met3                         0                    10            1.818
met5                         -                     0                0
met4                         0                     0                0
li1                        225                     -                -
met1                       189                    39            5.295
## what timing repair did
item | in CTS | in global routing
resized | 91 | 11
gates cloned | 1 | 0
buffers inserted | 9 | 0
pin swaps | 4 | 3
setup endpoints to repair | 34 | 16
## power by group
group	internal, µW	switching, µW
clock	0	0
combinational	150	83.5
sequential	0	0
Power figures rest on the tool's default switching activity, not on a simulated workload.
