$ cat design.v
module Comparator(out, in1, in2, Clock, Reset);
	output logic out;
	input logic Clock, Reset;
	input logic [9:0] in1, in2;
	assign out = (in1 > in2);
endmodule
module Comparator_testbench();
	logic out;
	logic Clock, Reset;
	logic [9:0] in1, in2;
	Comparator dut (.out, .in1, .in2, .Clock, .Reset);
	initial begin
		Clock = 1; Reset = 0;
		in1 = 10'b0000000000;
		in2 = 10'b0000000000;
		#10;
		in1 = 10'b0000000001;
		in2 = 10'b0000000010;
		#10;
		in1 = 10'b0000000001;
		in2 = 10'b0000000000;
		#10;
	end
endmodule
$ cat run.sh
#!/bin/bash
# OpenROAD 26Q1-2900-gdf79404cd8, Yosys 0.63+post, stock flow scripts
make -C /OpenROAD-flow-scripts/flow DESIGN_CONFIG=/design/flow/config.mk WORK_HOME=/design/flow/orfs finish
$ cat config.mk
export PLATFORM = sky130hd
export DESIGN_NAME = Comparator
export DESIGN_NICKNAME = Comparator
export VERILOG_FILES = /design/flow/design.v
export SDC_FILE = /design/flow/constraint.sdc
export NUM_CORES = 4
export LEC_CHECK = 1
export CORE_AREA = 10 10 70 70
export DIE_AREA = 0 0 80 80
$ cat constraint.sdc
current_design Comparator

set clk_period 2.9
set clk_io_pct 0.2

create_clock -name clk0 -period $clk_period

set non_clock_inputs [all_inputs -no_clocks]
set_input_delay [expr $clk_period * $clk_io_pct] -clock clk0 $non_clock_inputs
set_output_delay [expr $clk_period * $clk_io_pct] -clock clk0 [all_outputs]
==> COMMIT_EDITMSG <==
Refresh implementation metrics

- Status: complete, no violations
- Per the final layout report, the fraction of cells sized above drive strength 1 comes to 5.26%.
- Peak ir drop on the vdd network: 0.0122 mV
- Fmax: 0.361 GHz
* Overall Global Routing Usage: 2.52%
- Entering global routing, the biggest net connects 4 pins.
- Per the layout report, the design carries 379 filler cells.
* Warnings from Yosys: 0
- Placement row count: 21
* Count of placed standard cells in the final layout, fillers left out: 103
* HPWL after detailed placement: 741 um
- Die outline area: 0.00640 mm2
- Number of cells produced by synthesis: 35
* Ports: 23
- After layout, the clock buffer instance count stands at 0.
* Worst min path class: primary input to output port
* Most frequent logic cells in the routed design: clkdlybuf4s50_1 (20), inv_1 (11), ha_1 (9), a21oi_1 (3)
- Walking the worst path, the cells encountered are clkdlybuf4s50_1 -> inv_1 -> ha_1 -> a21oi_1 -> nor3_1 -> o41a_1 -> dlygate4sd2_1.
* Diodes inserted: 0
- Sequential cell area fraction in the yosys report: 0%
* Kind of start point of the critical path: primary input
- OpenSTA, run right after detailed placement, puts the worst setup slack at -0.130 ns.
- There are 0 flip-flops and latches.
- Post-route ant nets: 0
- Average detailed-routed wire length per instance: 7.66 um
- Post-Syn Area: 253 um2
* Overflow left after global routing: 0
- The final report gives the standard cell area, fillers excluded, as 539 um2.
* Leakage Power: 0.246 nW
- Most common library cell in the layout ignoring fill and taps: clkdlybuf4s50_1
- Final worst path period share: 95.5%
* Floorplan utilization: 7.40%
- Die height: 80 um
- The synthesized netlist was found by Yosys to have 35 cells.
* Synth Area per Inst: 7.22 um2
- Post-layout worst setup margin: 0.129 ns
* Layout Utilization: 15.8%
- The iteration count recorded for the first detailed-route pass is 2.
* Pin slew with the least headroom to its limit: 0.165 ns
* WL final: 789 um
* Final critical delay including setup and external delays: 2.77 ns
- In this run, the number of DRC markers left after iteration 0 of detailed routing was 2.
* Post-placement cell count: 103
* Yosys Chip Area: 253 um2
- The routed layout has 301 vias.
- The critical path's slowest stage uses the library cell clkdlybuf4s50_1.
- Number of antenna violations at the first check in global routing: 0
* Die extent in x: 80 um
- The worst setup path is captured at an output port.
- Stage-log warning count: 34
- Growth of design area from synthesis to finish: 113%
* Total area of sequential cells: 0 um2
- The largest single stage delay on the critical path is 0.45 ns.
- The number of different library cells used by synthesis comes to 11.
* Critical path class: primary input to output port
- Placer congestion estimate: 0.795
- In the final report, the number of pins over their slew limit comes to 0.
- Vias in the first global route: 334
- Data arrival time of the critical path: 2.19 ns
* Placed cell area: 528 um2
- First-pass GRT wire length: 1420 um
* Placeable core region: 0.00342 mm2
- Looking at the post-CTS report, the setup buffer insertion count equals 0.
- Pwr/cell area: 116 mW/mm2
- Setup repair after global routing left no endpoint under its margin.
- Slew headroom: 88.9%
- Final Hold Violation Tally: 0
* Total of endpoints with negative setup slack in the final report: 0
- TritonRoute reported its final design rule violation total as 0.
- Along the worst path, the maximum fanout reaches 2.
- Max cap viols: 0
- As logged by OpenROAD, the buffers inserted on ports number 21.
- The critical path endpoint has a required time of 2.32 ns.
- Per the detail_route report, vias per standard cell equal 2.92.
- Hold repair after CTS inserted 0 buffers.
critical path, delay by kind of cell:
| family | cells | cell delay [ns] |
|---|---|---|
| buf+inv | 3 | 0.74 |
| simple gates | 1 | 0.06 |
| fa+ha+maj | 1 | 0.28 |
| compound gates | 2 | 0.52 |
Yosys cell counts:
master	instances	area (um2)
inv_1	11	41.3
nand4_1	2	12.5
o41a_1	1	11.3
a21o_1	1	7.51
nor3_1	1	5.00
o21ai_0	1	5.00
ha_1	10	125
nand3_1	2	10.0
nor2_1	2	7.51
a211oi_2	1	12.5
a21oi_1	3	15.0
layer usage:
layer	vias to the layer above	global-route usage, %	routed length [um]
met3	0	0.795	104
met5	-	0	0
met2	13	4.17	339
li1	166	-	-
met4	0	0	0
met1	122	3.30	345
worst paths after layout:
kind / start / end / slack (ns) / cells past startpoint
setup / recovery: in2[1] / out / 0.13 / 7
hold / removal: in2[9] / out / 2.10 / 5
area by class of cell:
cell class	instances	area [um2]	share of cell area [%]
Inverter	11	41.3	7.66
Multi-Input combinational cell	24	224	41.5
Tap cell	46	57.6	10.7
Timing Repair Buffer	22	216	40.1
kinds of logic (layout without fill, tap and decap cells):
kind of cell | after synthesis | count (layout) | synth area share, %
fa+ha+maj | 10 | 10 | 49.5
compound gates | 7 | 7 | 20.3
buf+inv | 11 | 33 | 16.3
simple gates | 7 | 7 | 13.9
through the flow:
step,hold slack (ns),setup TNS (ns),total power [mW]
finish,2.10,0,0.0626
global route,2.14,0,0.0721
CTS,2.10,0,0.0635
detailed placement,2.33,-0.130,0.0622
global placement,2.34,-0.131,0.0617
floorplan,1.39,0,0.0241
power by group:
part	leakage [nW]	internal (mW)	switching, mW
clock network	0	0	0
registers	0	0	0
logic	0.246	0.0421	0.0204
repair_timing:
action,in CTS,in global routing
resized,2,1
pin swaps,2,1
setup endpoints to repair,1,1
gates cloned,0,0
hold endpoints to repair,0,0
Power and IR drop assume default switching activity.
